===== /design/flow/config.mk =====
export PLATFORM = sky130hd
export DESIGN_NAME = bf16_adder_pipeline
export DESIGN_NICKNAME = bf16_adder_pipeline
export VERILOG_FILES = /design/flow/design.v
export SDC_FILE = /design/flow/constraint.sdc
export NUM_CORES = 4
export LEC_CHECK = 1
export CORE_UTILIZATION = 40
export SYNTH_HDL_FRONTEND = slang

===== /design/flow/run.sh =====
#!/bin/bash
# OpenROAD 26Q1-2900-gdf79404cd8, Yosys 0.63+post, stock flow scripts
make -C /OpenROAD-flow-scripts/flow DESIGN_CONFIG=/design/flow/config.mk WORK_HOME=/design/flow/orfs finish

===== /design/flow/design.v =====
module bf16_adder_pipeline(
    input  logic        clk,
    input  logic        rst_n,
    input  logic        valid_in,
    input  logic [15:0] a,
    input  logic [15:0] b,
    output logic        valid_out,
    output logic        busy,
    output logic [15:0] result
);
    typedef struct packed {
        logic       sign;
        logic [7:0] exp;
        logic [6:0] mant;
    } bf16_t;
    localparam int MAN_WIDTH = 8;      
    localparam int CALC_WIDTH = 14;    
    bf16_t u_a, u_b;
    enum logic [2:0] {
        IDLE,
        STAGE1,
        STAGE2,
        STAGE3,
        DONE
    } state, next_state;
    always_ff @(posedge clk or negedge rst_n) begin
        if (!rst_n) begin
            state <= IDLE;
        end else begin
            state <= next_state;
        end
    end
    always_comb begin
        next_state = state;
        case (state)
            IDLE: begin
                if (valid_in) begin
                    next_state = STAGE1;
                end
            end
            STAGE1: next_state = STAGE2;
            STAGE2: next_state = STAGE3;
            STAGE3: next_state = DONE;
            DONE: next_state = IDLE;
        endcase
    end
    logic [15:0] reg_a, reg_b;
    always_ff @(posedge clk) begin
        if (!rst_n) begin
            reg_a <= 0;
            reg_b <= 0;
        end else if (state == IDLE && valid_in) begin
            reg_a <= a;
            reg_b <= b;
        end else begin
            reg_a <= reg_a;
            reg_b <= reg_b;
        end
    end
    assign u_a = reg_a;
    assign u_b = reg_b;
    logic       s1_sign_res, s1_sign_res_next;  
    logic [7:0] s1_exp_base, s1_exp_base_next;  
    logic       s1_is_sub, s1_is_sub_next;      
    logic [CALC_WIDTH-1:0] s1_man_a, s1_man_a_next;  
    logic [CALC_WIDTH-1:0] s1_man_b, s1_man_b_next;  
    always_ff @(posedge clk) begin
        if (!rst_n) begin
            s1_sign_res <= 0;
            s1_exp_base <= 0;
            s1_is_sub <= 0;
            s1_man_a <= 0;
            s1_man_b <= 0;
        end else begin
            s1_sign_res <= s1_sign_res_next;
            s1_exp_base <= s1_exp_base_next;
            s1_is_sub <= s1_is_sub_next;
            s1_man_a <= s1_man_a_next;
            s1_man_b <= s1_man_b_next;
        end
    end
    always_comb begin
        s1_sign_res_next = s1_sign_res;
        s1_exp_base_next = s1_exp_base;
        s1_is_sub_next = s1_is_sub;
        s1_man_a_next = s1_man_a;
        s1_man_b_next = s1_man_b;
        if (state == STAGE1) begin
            logic [MAN_WIDTH-1:0] man_a_raw, man_b_raw;
            logic [7:0] exp_a, exp_b;
            logic a_is_lager;
            logic [7:0] exp_diff;
            man_a_raw = (|u_a.exp) ? {1'b1, u_a.mant} : 8'b0;
            man_b_raw = (|u_b.exp) ? {1'b1, u_b.mant} : 8'b0;
            exp_a = u_a.exp;
            exp_b = u_b.exp;
            if (exp_a > exp_b) begin
                a_is_lager = 1;
            end else if (exp_a < exp_b) begin
                a_is_lager = 0;
            end else begin
                a_is_lager = (man_a_raw > man_b_raw);
            end
            if (a_is_lager) begin
                s1_sign_res_next = u_a.sign;
                s1_exp_base_next = exp_a;
                s1_is_sub_next = (u_a.sign ^ u_b.sign);
                exp_diff = exp_a - exp_b;
                s1_man_a_next = {man_a_raw, {(CALC_WIDTH-MAN_WIDTH){1'b0}}};
                s1_man_b_next = {man_b_raw, {(CALC_WIDTH-MAN_WIDTH){1'b0}}} >> exp_diff;
            end else begin
                s1_sign_res_next = u_b.sign;
                s1_exp_base_next = exp_b;
                s1_is_sub_next = (u_a.sign ^ u_b.sign);
                exp_diff = exp_b - exp_a;
                s1_man_a_next = {man_b_raw, {(CALC_WIDTH-MAN_WIDTH){1'b0}}};
                s1_man_b_next = exp_diff > CALC_WIDTH ? 0 : {man_a_raw, {(CALC_WIDTH-MAN_WIDTH){1'b0}}} >> exp_diff;
            end
        end
    end
    logic       s2_sign_res, s2_sign_res_next;  
    logic [7:0] s2_exp_base, s2_exp_base_next;
    logic [CALC_WIDTH:0] s2_sum, s2_sum_next;  
    always_ff @(posedge clk) begin
        if (!rst_n) begin
            s2_sign_res <= 0;
            s2_exp_base <= 0;
            s2_sum <= 0;
        end else begin
            s2_sign_res <= s2_sign_res_next;
            s2_exp_base <= s2_exp_base_next;
            s2_sum <= s2_sum_next;
        end
    end
    always_comb begin
        s2_sign_res_next = s2_sign_res;
        s2_exp_base_next = s2_exp_base;
        s2_sum_next = s2_sum;
        if (state == STAGE2) begin
            s2_sign_res_next = s1_sign_res;
            s2_exp_base_next = s1_exp_base;
            if (s1_is_sub) begin
                s2_sum_next = s1_man_a - s1_man_b;
            end else begin
                s2_sum_next = s1_man_a + s1_man_b;
            end
        end
    end
    function automatic logic [3:0] count_leading_zeros(logic [CALC_WIDTH:0] val);
        int i;
        for (i = CALC_WIDTH; i >= 0; i--) begin
            if (val[i]) return (CALC_WIDTH - i);
        end
        return CALC_WIDTH + 1;  
    endfunction
    logic [15:0] s3_result, s3_result_next;
    always_ff @(posedge clk) begin
        if (!rst_n) begin
            s3_result <= 0;
        end else begin
            s3_result <= s3_result_next;
        end
    end
    always_comb begin
        s3_result_next = s3_result;
        if (state == STAGE3) begin
            logic [3:0] llz;
            logic [7:0] final_exp;
            logic [CALC_WIDTH:0] norm_man;
            logic [6:0] final_man;
            logic round_bit;
            if (s2_sum[CALC_WIDTH]) begin
                norm_man = s2_sum >> 1;
                final_exp = s2_exp_base + 1;
            end else begin
                llz = count_leading_zeros(s2_sum);
                if (s2_sum == 0) begin
                    final_exp = 0;
                    norm_man = 0;
                end else if (llz == 1) begin
                    final_exp = s2_exp_base;
                    norm_man = s2_sum;
                end else begin
                    if (llz > s2_exp_base) begin
                        final_exp = 0;
                        norm_man = 0;
                    end else begin
                        norm_man = s2_sum << (llz - 1);
                        final_exp = s2_exp_base - llz + 1;
                    end
                end
            end
            final_man = norm_man[12:6];
            round_bit = norm_man[5];
            if (round_bit) begin
                if (&final_man) begin
                    final_man = 0;
                    final_exp = final_exp + 1;
                end else begin
                    final_man = final_man + 1;
                end
            end
            if (final_exp >= 255) begin
              s3_result_next = {s2_sign_res, 8'hFF, 7'b0};
            end else begin
              s3_result_next = {s2_sign_res, final_exp, final_man};
            end
        end
    end
    assign result = s3_result;
    assign valid_out = (state == DONE);
    assign busy = (state != IDLE);
endmodule

===== /design/flow/constraint.sdc =====
current_design bf16_adder_pipeline

set clk_period 7.3
set clk_io_pct 0.2

create_clock -name clk0 -period $clk_period [get_ports {clk}]

set non_clock_inputs [all_inputs -no_clocks]
set_input_delay [expr $clk_period * $clk_io_pct] -clock clk0 $non_clock_inputs
set_output_delay [expr $clk_period * $clk_io_pct] -clock clk0 [all_outputs]

==> changes_impl.md <==
### Implementation results

* Outcome: complete, no violations
* # resized after CTS at 0
* Antenna Violating Nets Remaining at 0
* TritonCTS buffer count at 9
* H-tree depth at 3
* Core area at about 21000 um2
* FP Rows at 53
* Latency at later pin at about 0.36 ns
* Final hold viol count at 0
* Flop area at roughly 2200 um2
* Hold crit path type: reg -> reg
* Total track usage at around a quarter
* Routed via count at 8453
* Initial Util at between 40% and 50%
* Skew final at about 0.015 ns
* # Post-CTS Setup Buffers at 0
* DP HPWL at about 20000 um
* Fmax at ~170 MHz
* Yosys cell count at approximately 1200
* Iter 0 DRT Violations at ~570
* Post-layout worst setup margin at between 1 and 1.5 ns
* Logic area at 6070 um2
* Vias in the first global route at 7937
* WP data arrival at 6.12 ns
* Critical Path Source Type: flip-flop
* Slew Viols, Final at 0
* # clock sinks at ~110
* Avg WL per Cell at ~17 um
* Seq share, synth at between 20% and 30%
* Synth flops at 107
* CP endpoint kind: flip-flop
* Max clock buf depth at 2
* Gpl congestion at around 0.95
* Dpl cells at 1463
* Die height at roughly 150 um
* CP max FO at 21
* Final Non-Filler Cells at between 1000 and 1500
* Dpl ws at between 1 and 1.5 ns
* Max-cap violations at 0
* Worst-Margin Slew at around 0.86 ns
* Post-Syn Instances at around 1200
* Hold_buf cts at 0
* Clock transition at path regs at about 0.080 ns
* First-pass detailed-route iteration total at 7
* Mapped cell area at roughly 8800 um2
* Drc violations at 0
* Slew margin rel. at between 40 and 50%
* Setup TNS at 0 ns
* CTS root buffer: clkbuf_16
* Data required time of the critical path at roughly 7.6 ns
* Tmin final at ~5.9 ns
* Buffers on Ports at approximately 52
* DIE AREA at between 20000 and 25000 um2
* Number of enable flip-flop cells at 0
* First-pass GRT wire length at between 40000 and 50000 um
* Post-synthesis chip area from yosys at around 9000 um2
* Pin count of the biggest net entering global routing at 70
* Fill count at ~2100
* Final setup fails at 0
* # IOs at between 50 and 60
* Yosys cell types at about 89
* Log Warnings at 41
* DR vias/cell at 5.715
* Post-Syn Area per Cell at 7.363 um2
* Dominant Register Cell: dfxtp_1
* Syn. warnings at 0
* Die Width at 150.1 um
* Layout cells sized above 1 at 6.395%
* RSZ-0062 raised after global routing: false
* Async SR Flop Fraction at approximately 2.8%
* Ant diodes at 0
* Area growth syn-to-layout at 11.11%
* Crit Path Class: reg -> reg
* Final WL at roughly 26000 um
* Initial antenna violation count at 0
* CTS tree: done
* Gr ovfl total at 0
* Final period util at ~80%
==> state kept, by name, indices dropped and copies added, names as in the netlist <==
| name | count |
|---|---|
| state | 3 |
| s2_exp_base | 8 |
| reg_a | 16 |
| s1_man_a | 8 |
| s1_exp_base | 8 |
| s2_sum | 15 |
| reg_b | 16 |
| s1_sign_res | 1 |
| result | 16 |
| s1_is_sub | 1 |
| s1_man_b | 14 |
| s2_sign_res | 1 |
==> critical path, stage by stage (launching register included) <==
cell and delay (ns):
dfxtp_1 0.53, nor4_2 0.37, a21boi_2 0.30, o31a_2 0.29, nor2_2 0.10, inv_1 0.25
ha_1 0.25, fa_1 0.16, and3b_1 0.18, o2111ai_1 0.53, and3_1 0.35, nand2_1 0.12
nor2_1 0.27, o21ai_0 0.17, o211ai_1 0.23, ha_1 0.22, inv_1 0.07, nor3_4 0.28
nand4b_4 0.26, or4_1 0.57, a32o_1 0.25
==> cells in the final DEF, fill, tap and decap left out, drive strengths merged, types with 8 or more instances in the layout <==
master / count
inv: 72
nor4: 17
buf: 13
o21ai: 53
nor2: 97
dfxtp: 104
a21o: 20
nand2b: 14
xor2: 8
o22ai: 9
o31ai: 13
mux2i: 9
nand2: 196
a311oi: 11
ha: 54
clkbuf: 9
xnor2: 38
a31oi: 8
and2: 14
nor3: 31
and3: 10
o211ai: 21
nand4: 8
o31a: 9
nand3: 30
a211oi: 25
clkdlybuf4s50: 52
or3: 10
a21oi: 120
==> final cells by class <==
type                    instances  area share [%]
clock buffers                   9           2.311
multi-input cells             947           62.29
well taps                     275           3.531
inverters                      69           2.658
repair buffers                 65           6.343
clock inverters                 7          0.7319
flip-flops and latches        107           22.14
==> stage by stage <==
step                      util [%]  hold slack [ns]  instance area, um2
after floorplan                  -           0.3960                8770
after global placement       44.38           0.4399                9448
after detailed placement     44.38           0.4434                9448
after CTS                    45.78           0.4553                9744
after global routing         45.78           0.4712                9744
final                        45.78           0.4524                9744
==> worst paths after layout <==
kind	start	to	slack, ns	depth (start not counted)
max	s2_sum[13]	result[14]	1.43	20
min	reg_a[4]	reg_a[4]	0.45	2
max reg2reg	s2_sum[13]	result[14]	1.43	20
min reg2reg	reg_a[4]	reg_a[4]	0.45	2
max in group asynchronous	rst_n	state[1]	5.74	2
min in group asynchronous	rst_n	state[2]	1.40	2
==> cell usage after synthesis (8+ instances only) <==
master / count / area share, %
nand2_1: 196 / 8.4
dfxtp_1: 104 / 24
nand4_1: 8 / 0.57
o22ai_1: 9 / 0.64
inv_1: 68 / 2.9
ha_1: 54 / 7.7
a21o_1: 20 / 1.7
o21ai_0: 50 / 2.9
a211oi_1: 22 / 1.9
and2_1: 13 / 0.93
or3_1: 10 / 0.71
nor4_1: 13 / 0.93
nor3_1: 29 / 1.7
nand2b_1: 14 / 1.0
nor2_1: 95 / 4.1
clkbuf_1: 58 / 2.5
a21oi_1: 118 / 6.7
nand3_1: 30 / 1.7
o211ai_1: 20 / 1.7
and3_1: 10 / 0.71
a311oi_1: 11 / 1.1
o31ai_1: 13 / 1.1
mux2i_1: 9 / 1.0
xnor2_1: 36 / 3.6
o31a_1: 8 / 0.80
a31oi_1: 8 / 0.57
xor2_1: 8 / 0.80
==> routing by layer <==
layer | track usage, % | part of all wire (%) | routed length (um)
met2 | 41.02 | 48 | 12380
met3 | 2.081 | 3.8 | 969
met1 | 35.78 | 46 | 11920
met5 | 0 | 0 | 0
met4 | 3.535 | 1.9 | 477
==> cell families after synthesis <==
kind of cell	synth area share, %
xor gates and xnor gates	4.765
buffers and inverters	6.277
and+or+nand+nor	25.34
muxes	2.953
AOI/OAI and AO/OA	27.34
adders and majority gates	8.732
DFF	24.60
